[flow/design.v]
module dff #(parameter WIDTH = 1) (
    input clk,
    input [WIDTH-1:0] d,
    output reg [WIDTH-1:0] q
);
    always @(posedge clk) 
        q <= d;
endmodule
module dffr #(parameter WIDTH = 1) (
    input clk,
    input r,
    input [WIDTH-1:0] d,
    output reg [WIDTH-1:0] q
);
    always @ (posedge clk) 
        if (r) 
            q <= {WIDTH{1'b0}};
        else
            q <= d;
endmodule
module dffre #(parameter WIDTH = 1) (
    input clk,
    input r,
    input en,
    input [WIDTH-1:0] d,
    output reg [WIDTH-1:0] q
);
    always @(posedge clk)
        if (r)
            q <= {WIDTH{1'b0}};
        else if (en)
            q <= d;
        else
            q <= q;
endmodule
module wave_display_2(
	input clk,
	input reset,
	input [10:0] x,
	input [9:0] y,
	input valid,
	output [8:0] read_address,
	input [7:0] read_value,
	input read_index,
	output valid_pixel,
	output [7:0] r,
	output [7:0] g,
	output [7:0] b
);
     wire [8:0] curr_read_addr, next_read_addr;
     wire [7:0] curr_value, next_value;
     reg [7:0] next_value_reg;
     reg [8:0] next_read_addr_reg;
     reg valid_pixel_reg;
     wire [8:0] y_translate;
     wire [23:0] rgb;
     dff #(8) read_value_ff(.clk(clk), .d(next_value), .q(curr_value));
     dff #(9) read_address_ff(.clk(clk),.d(next_read_addr), .q(curr_read_addr));
     always @(*) begin
          if (x [9:8] == 2'b01) begin
               next_read_addr_reg = {read_index, 1'b0, x [7:1]};
          end
          else if (x [9:8] == 2'b10) begin
               next_read_addr_reg = {read_index, 1'b1, x [7:1]};
          end
          else begin
               next_read_addr_reg = 9'b0;
          end
     end
     always @(*) begin
          if((x [9:8] == 2'b01 || x [9:8] == 2'b10) && y[9] == 0 && valid) begin
               valid_pixel_reg = 1;
          end
          else begin
               valid_pixel_reg = 1'b0;
          end
     end
     always @(*) begin
          if(next_read_addr_reg == curr_read_addr) begin
               next_value_reg = curr_value;
          end
          else begin
               next_value_reg = read_value;
          end
     end
     assign y_translate = {1'b0, y [8:1]};     
     assign next_value = reset ? 0 : next_value_reg;
     assign next_read_addr = reset ? 0 : next_read_addr_reg;
     assign valid_pixel = reset ? 0 : valid_pixel_reg;
     assign rgb = reset ? 24'h0 : ( (y_translate <= next_value && y_translate >= curr_value) || ( y_translate >= next_value && y_translate <= curr_value) ? 24'hFFFFFF : 24'h0);
	assign read_address = next_read_addr;
     assign r = rgb[23:16];
     assign g = rgb[15:8];
     assign b = rgb[7:0];
endmodule
[flow/run.sh]
#!/bin/bash
# OpenROAD 26Q1-2900-gdf79404cd8, Yosys 0.63+post, stock flow scripts
make -C /OpenROAD-flow-scripts/flow DESIGN_CONFIG=/design/flow/config.mk WORK_HOME=/design/flow/orfs finish
[flow/config.mk]
export PLATFORM = sky130hd
export DESIGN_NAME = wave_display_2
export DESIGN_NICKNAME = wave_display_2
export VERILOG_FILES = /design/flow/design.v
export SDC_FILE = /design/flow/constraint.sdc
export NUM_CORES = 4
export LEC_CHECK = 1
export CORE_AREA = 10 10 90 90
export DIE_AREA = 0 0 100 100
[flow/constraint.sdc]
current_design wave_display_2

set clk_period 10.1
set clk_io_pct 0.2

create_clock -name clk0 -period $clk_period [get_ports {clk}]

set non_clock_inputs [all_inputs -no_clocks]
set_input_delay [expr $clk_period * $clk_io_pct] -clock clk0 $non_clock_inputs
set_output_delay [expr $clk_period * $clk_io_pct] -clock clk0 [all_outputs]
==> results.toml <==
# synthesis and place-and-route metrics
[clocking]
clockBufferDepth = 2
cts_setup_buffers = 0
tritoncts = "built"
clockRootBuffer = "clkbuf_8"
htreeDepth = 1
cts_hold_buf = 0
cts.sinks = 17
clkSlewWorstSetupHoldPaths_ns = 0.07
numCtsBuffers = 3
cts_resized = 0
clk_latency_ns = 0.25

[timing]
setup_viol = 0
hold-worst-slack_ns = 0.523
final.setup.tns_ns = 0
max_freq_ghz = 0.121
min_period_ns = 8.27
drv_slew = 0
max_slew_margin_pct = 46.5
tightest_slew_ns = 0.802
skew_ns = 0.000536
hold_violations = 0
grt_setup_unrepaired = "false"
fin_crit_sh_pct = 81.8

[layout]
drive_above_1_share_pct = 6.22
nFillCells = 649
syn2layout_area_growth_pct = 38.3
final_area_um2 = 2050

[logic_synthesis]
syn_area_per_cell_um2 = 8.82
edf_count = 0
yosysWarnings = 3
synth-seq-cells = 17
ys_types = 34
syn_area_um2 = 1480
yosys-stat-cells = 168
ys_area_um2 = 1480
synth_seq_share_pct = 23.0
synthFlopType = "dfxtp_1"
synth-async-reset-ratio_pct = 0
syn_inst = 168

[setup_path]
worstPathCellList = "clkdlybuf4s50_1 > inv_1 > ha_1 > o21ai_0 > o21ai_0 > a211oi_1 > and4_1 > mux2i_1 > ha_1 > nor2b_1 > o211ai_1 > a21oi_1 > a211o_1 > a31oi_1 > buf_4 > clkdlybuf4s50_1"
reg2reg_to = "read_value_ff.q[7]$_DFF_P_"
slowest_delay_ns = 0.76
startpoint_type = "primary input"
crit_type = "primary input to output port"
cp_max_fo = 24
cp-end-kind = "output port"
worstPathRequired_ns = 8.08
cp_num_buf_inv = 4
timing.critical_path.from = "x[8]"
cp.depth = 16
reg2reg_slack_ns = 8.00
slowest_stage = "and4_1"
arrival_ns = 6.25
timing.rr.start = "read_address_ff.q[3]$_DFF_P_"
cp-endpoint = "g[3]"
r2r_cells = 5
path_delay_family = "buffers and inverters"

[floorplan]
fp_util_pct = 23.6
pin_count = 67
die_height_um = 100
rows = 29
die_w_um = 100
die_area_um2 = 10000
core_area_um2 = 6280

[global_route]
grt_pass1_vias = 1245
grt_pass1_wl_mm = 5.52
grt_overflow = 0
gr-usage-all-layers_pct = 6.47
grt_max_degree = 25
antenna_found_initial = 0

[status]
outcome = "complete, no violations"

[place]
place_area_um2 = 2000
dpl.hpwl_mm = 2.93
gp_congestion = 0.818
numPortBuffers = 63

[detailed_routing]
vias = 1204
drt_iter0_drc = 23
wirelength_mm = 3.47
postRouteAntennaNets = 0
dr.pass1.iters = 2
vias_per_cell = 4.21
route.detailed.drc = 0
diodes = 0
wl_per_cell_um = 12.1

[pwr]
p_per_area_nw_per_um2 = 99.9
peakVddDrop_v = 0.0000429
power.static_leakage_uw = 0.000783

[run]
warnings = 30
maxCapViolCount = 0

[min_path]
hold_path_class = "register to register"
==> flip-flops by register name (all words and copies together) (netlist names) <==
name               flops
read_value_ff.q        8
read_address_ff.q      9
==> power breakdown <==
group          total, uW  switching (uW)  internal, uW
combinational       80.5            27.7          52.8
clock               51.9            23.9          28.0
sequential          72.5            1.55          70.9
==> synth_stat cells, drive strengths merged (4+ instances only) <==
master	number	area, um2
mux2	7	86.3
and2	8	51.3
ha	19	238
buf	25	204
a21oi	7	35.0
xnor2	5	43.8
a31oi	4	25.0
inv	10	37.5
nor2	20	82.6
o21ai	5	25.0
dfxtp	17	340
nor2b	9	56.3
mux2i	8	80.1
==> final cells by class <==
type	instances	area, um2	share of cell area [%]
Multi-Input combinational cell	114	892	43.5
Clock buffer	4	45.0	2.20
Timing Repair Buffer	64	638	31.1
Tap cell	77	96.3	4.70
Inverter	10	37.5	1.83
Sequential cell	17	340	16.6
==> worst min-delay path, delay by kind of cell, from the launching register on <==
family / cells / cell delay [ns]
AND/OR/NAND/NOR: 1 / 0.06
flip-flops: 1 / 0.32
multiplexers: 1 / 0.08
==> logic make-up after synthesis <==
logic type	Yosys count	synth area share [%]
xor+xnor	5	2.96
mux	15	11.2
flops	17	23.0
buf+inv	37	16.8
simple gates	50	19.3
compound gates	25	10.6
fa+ha+maj	19	16.0
==> metal layers <==
layer	global-route usage [%]	up-vias	wire (um)
li1	-	645	-
met1	7.25	507	1470
met2	10.3	50	1400
met3	4.44	2	580
met4	0.652	0	20
met5	0	-	0
==> through the flow <==
stage / setup slack [ns] / power, uW / utilization [%] / instances
final: 1.83 / 205 / 32.6 / 286
after global routing: 1.41 / 220 / 32.6 / 286
after CTS: 1.76 / 209 / 32.6 / 286
after detailed placement: 1.76 / 156 / 31.9 / 282
after global placement: 1.75 / 155 / 31.9 / 282
after floorplan: 2.60 / 125 / - / 168
==> cells in the final DEF (no fill, tap or decap), drive strengths merged, types with 4 or more instances in the layout <==
cell type and n:
xnor2 5, nor2 20, mux2 7, o21ai 5, ha 19, and2 8
mux2i 8, clkbuf 4, inv 10, dfxtp 17, a21oi 7, nor2b 9
a31oi 4, clkdlybuf4s50 63
==> how the worst min path moves through the flow <==
stage / from / slack, ns / depth (start not counted) / to
CTS: read_value_ff.q[0]$_DFF_P_ / 0.53 / 2 / read_value_ff.q[0]$_DFF_P_
finish: read_value_ff.q[0]$_DFF_P_ / 0.52 / 2 / read_value_ff.q[0]$_DFF_P_
global route: read_value_ff.q[0]$_DFF_P_ / 0.56 / 2 / read_value_ff.q[0]$_DFF_P_
No activity file was given, so power comes from the tool's default toggle rates.
